## run.sh

```bash
#!/bin/bash
# OpenROAD 26Q1-2900-gdf79404cd8, Yosys 0.63+post, stock flow scripts
make -C /OpenROAD-flow-scripts/flow DESIGN_CONFIG=/design/flow/config.mk WORK_HOME=/design/flow/orfs finish
```

## config.mk

```make
export PLATFORM = sky130hd
export DESIGN_NAME = control_unit
export DESIGN_NICKNAME = control_unit
export VERILOG_FILES = /design/flow/design.v
export SDC_FILE = /design/flow/constraint.sdc
export NUM_CORES = 4
export LEC_CHECK = 1
export CORE_AREA = 10 10 70 70
export DIE_AREA = 0 0 80 80
```

## constraint.sdc

```tcl
current_design control_unit

set clk_period 1.1
set clk_io_pct 0.2

create_clock -name clk0 -period $clk_period [get_ports {clk}]

set non_clock_inputs [all_inputs -no_clocks]
set_input_delay [expr $clk_period * $clk_io_pct] -clock clk0 $non_clock_inputs
set_output_delay [expr $clk_period * $clk_io_pct] -clock clk0 [all_outputs]
```

## design.v

```verilog
module control_unit (
    input  logic clk,   
    input  logic rst,   
    input  logic src_valid,                             
    input  logic dd_ready, 
    output logic src_ready,                             
    output logic dd_valid,          
    output logic generate_packet        
);
    typedef enum logic [2:0] {
        IDLE,  
        GENERATE_PACKET,
        WAIT
    } state_t;
    state_t state, next_state;
    always_ff @(posedge clk or posedge rst) begin
        if (rst) begin
            state <= IDLE;
        end else begin
            state <= next_state;
        end
    end
    always_comb begin
        src_ready = 0;
        dd_valid = 0;
        generate_packet = 0;
        next_state = state;  
        case (state)
            IDLE: begin
                src_ready = 1;  
                if (src_valid) begin
                    generate_packet = 1; 
                    next_state = GENERATE_PACKET;
                end
            end
            GENERATE_PACKET: begin
                generate_packet = 1; 
                if (dd_ready) begin
                    dd_valid = 1; 
                    next_state = IDLE;
                end else begin
                    next_state = WAIT; 
                end
            end
            WAIT: begin
                if (dd_ready) begin
                    dd_valid = 1;  
                    next_state = IDLE;
                end
            end
            default: begin
                next_state = IDLE; 
            end
        endcase
    end
endmodule
```

==> out/results.tsv <==
metric	value	unit
CTS Sinks	3	
Least-Margin Pin Slew	0.1173	ns
CP max-delay cell	dfstp_2	
initial antenna violation count	0	
IR drop worst, VDD	0.2251	mV
Die Area	6400	um2
H-tree levels	1	
worst hold path type	in -> async	
Routed WL per cell	5.972	um
FF+latch count, synth	3	
Mean Syn Cell Area	11.03	um2
Pwr Density	1414	nW/um2
Cells after Synth	11	
Hold Vio Cnt, Final	0	
Ports	7	
dpl cell area	246.5	um2
Largest register FFs	3	
clk ins delay skew pair	0.23	ns
Largest Register	state	
final clock skew	0.001755	ns
n_diodes	0	
R2R depth	3	
Cell Area, Synth	121.4	um2
Starting Density	0.03553	
Core ar.	3416	um2
startpoint types	flip-flop	
fill count	407	
fmax	788.5	MHz
most common logic cells in the final layout	4 x buf_4, 3 x clkbuf_4	
Area growth, synth to finish	143.3	%
crit path DAT	1.05	ns
# setup viols final	3	
FF+latch area	76.32	um2
MaxCap Viol Count	0	
Lkg Pwr	0.1476	nW
crit-path cells	and2_4, or2_1, buf_2	
First DRT Iteration DRCs	1	
Worst Path Max Fanout	2	
CTS Buffer Depth	2	
die extent in y	80	um
cts hold-fix bufs	0	
Cell Rows	21	
GRT overflow	0	
fin. max-slew vios	0	
Tcrit/Tclk final	1.153	
Post-synth seq share	0.6289	
largest net degree at the start of global routing	4	
total vias in the final route	126	
drt total wl	430	um
Crit path max-delay family	flip-flops	
most frequent logic cell in the layout	buf_4	
Worst-path clk slew	0.04	ns
yosys cell count	11	
Final WS setup	-0.1682	ns
CTS Root Cell	clkbuf_4	
vias in the first global route	143	
vias per cell	1.750	
Crit path largest cell delay	0.52	ns
tool warning count	27	
status	finished with violations	
Buf/Inv on CP	1	
setup TNS	-0.2332	ns
Setup crit end kind	primary output	
crit path time final	1.268	ns
max_slew headroom	0.9217	
TritonCTS clock tree	built	
layout cell share with drive strength beyond 1	0.5000	
Port Buffer Count	6	
drc violations	0	
logic area	37.54	um2
CTS Buf Count	3	
global-route wire length before repair	696	um
Crit path required time	0.88	ns
Setup CP Type	reg -> out	
failing checks	negative setup slack	
largest registers	state (3)	
die width	80	um
TritonRoute pass-1 iters	2	
Stages on worst setup path	3	
Final Cell Area	295.3	um2
RSZ-0062 raised after global routing	yes	
Final ANT Viol Nets	0	
Hold Slack	0.1706	ns
gp weighted congestion	0.6281	
total global routing track utilization	0.01576	
Syn. warnings	1	
Yosys cell types	8	
Chip Area, Yosys	121.4	um2
## where the power goes
group          switching (mW)  leakage, nW  internal (mW)
clock                  0.0522       0.0150          0.136
combinational          0.0250       0.0947         0.0680
sequential            0.00828       0.0379          0.128
total                  0.0854        0.148          0.332
## through the flow
stage / total power, mW / worst slack, ns / utilization / cells
2_1_floorplan: 0.1561 / 0.1941 / - / 11
3_5_place_dp: 0.2151 / -0.5515 / 0.07216 / 64
5_1_grt: 0.4531 / -0.2435 / 0.08645 / 72
6_report: 0.4174 / -0.1682 / 0.08645 / 72
4_1_cts: 0.4332 / -0.1838 / 0.08535 / 71
3_3_place_gp: 0.2135 / -0.5401 / 0.07216 / 64
## routing by layer
layer  vias up  global-route usage  wire length, um
met4         0            0.001761                0
li1         63                   -                -
met5         -                   0                0
met1        56             0.01400              133
met2         7             0.02087              198
met3         0             0.02273               99
## path summary, 6_finish.rpt
| path | end | slack, ns | from |
|---|---|---|---|
| max in group asynchronous | state[0] | 0.72 | rst |
| min in group clk0 | state[1] | 0.30 | dd_ready |
| worst max register to register | state[0] | 0.19 | state[2] |
| worst min-delay path | state[2] | 0.17 | rst |
| worst max-delay path | generate_packet | -0.17 | state[0] |
| worst min register to register | state[1] | 0.50 | state[1] |
## cell families after synthesis
kind of cell | synth area share
compound gates | 0.1238
buf+inv | 0.06188
flops | 0.6289
simple gates | 0.1856
## synthesized netlist by cell type
master	n	area, um2
a21o_1	1	7.510
and2_4	1	8.760
dfrtp_1	2	50.05
dfstp_2	1	26.28
inv_1	2	7.510
nor2_1	2	7.510
o21a_1	1	7.510
or2_1	1	6.260
## worst reg2reg max path: cells and delay by family (launching register included)
kind,cells,cell delay [ns]
buffers and inverters,1,0.13
AND-OR/OR-AND,2,0.32
flip-flops,1,0.38
## layout make-up
type | instances | share of cell area
tap | 46 | 0.1949
timing repair buffer | 11 | 0.3051
multi-input combinational | 6 | 0.1271
inverter | 2 | 0.02542
clock buffer | 4 | 0.08898
sequential | 3 | 0.2585
## timing repair
| item | 4_1_cts | 5_1_grt |
|---|---|---|
| resized | 14 | 0 |
| hold endpoints to repair | 0 | 0 |
| pin swaps | 1 | 1 |
| buffers inserted | 3 | 2 |
| endpoints found under the setup margin | 3 | 3 |
Power and IR drop assume default switching activity.
